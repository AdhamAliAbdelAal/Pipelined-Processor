==> design.v <==
module RegFile(write_back, read_data1, read_data2, write_data, clk,
src_addr,dst_addr,write_addr,reset);
input write_back;       
input [15:0] write_data;
input clk,reset;
input [2:0]src_addr;   	 
input [2:0] dst_addr;  	 
input [2:0] write_addr;  
output [15:0] read_data1;  
output [15:0] read_data2;  
reg [15:0] registers[0:7];
integer i;
always@(negedge clk)
begin
if(reset)
begin
  for (i=0; i<8; i=i+1) begin
	registers[i]=16'd0;
  end
end
else if(write_back) 
	registers[write_addr] = write_data;
end    
assign read_data1 = registers[dst_addr];
assign read_data2 = registers[src_addr];
endmodule
==> run.sh <==
#!/bin/bash
# OpenROAD 26Q1-2900-gdf79404cd8, Yosys 0.63+post, stock flow scripts
make -C /OpenROAD-flow-scripts/flow DESIGN_CONFIG=/design/flow/config.mk WORK_HOME=/design/flow/orfs finish
==> config.mk <==
export PLATFORM = sky130hd
export DESIGN_NAME = RegFile
export DESIGN_NICKNAME = RegFile
export VERILOG_FILES = /design/flow/design.v
export SDC_FILE = /design/flow/constraint.sdc
export NUM_CORES = 4
export LEC_CHECK = 1
export CORE_UTILIZATION = 40
==> constraint.sdc <==
current_design RegFile

set clk_period 5.5
set clk_io_pct 0.2

create_clock -name clk0 -period $clk_period [get_ports {clk}]

set non_clock_inputs [all_inputs -no_clocks]
set_input_delay [expr $clk_period * $clk_io_pct] -clock clk0 $non_clock_inputs
set_output_delay [expr $clk_period * $clk_io_pct] -clock clk0 [all_outputs]
==> flow_summary.json <==
{
  "failed_checks": "negative setup slack",
  "synth_cell_types": 18,
  "crit_type": "flip-flop to primary output",
  "synth-warning-count": 1,
  "wl_um": 17100,
  "hold_path.class": "input pin to primary output",
  "io_buffer_count": 59,
  "crit_fanout": 2,
  "min-delay-start": "src_addr[0]",
  "clkTransAtPathRegs_ps": 30,
  "drive_gt1_share_pct": 30.9,
  "dpl.cell_count": 693,
  "ys_chip_area_um2": 6920,
  "syn_inst": 431,
  "fin_setup_tns_ps": -1240,
  "grt_max_degree": 51,
  "drtIter0Drc": 285,
  "final_cell_mix": "inv_1 (131), nor3_1 (128), edfxtp_1 (128), mux4_2 (61), mux2_4 (32)",
  "ir_drop_uv": 222,
  "crit_chain": "buf_4, mux4_2, mux2_4, buf_6",
  "final_util_pct": 53.0,
  "fp_util_pct": 41.3,
  "total_power_uw": 3160,
  "netlist_logic_family_top": "multiplexers",
  "post-dp-hpwl_um": 9820,
  "grt_overflow": 0,
  "ys_cells": 431,
  "tightest_slew_ps": 980,
  "cp-start-kind": "flip-flop",
  "die_area_um2": 17800,
  "vias_per_cell": 5.49,
  "drv_slew": 0,
  "area_growth_pct": 28.3,
  "hold_depth": 4,
  "ys_seq_share_pct": 55.5,
  "grt_pass1_wl_um": 27000,
  "ctsHoldBuffers": 0,
  "power_density_nw_per_um2": 356,
  "wire_per_inst_um": 20.1,
  "fa_ha_area_share_pct": 0,
  "cts_buffers": 17,
  "cts-root-buf": "clkbuf_16",
  "fp-row-count": 47,
  "setup_viol": 32,
  "dieHeight_um": 134,
  "core_um2": 16800,
  "log.warning_count": 156,
  "leakagePower_uw": 0.00350,
  "first_global_vias": 5421,
  "cts_tree": "built",
  "largest_reg_flops": 128,
  "die-width_um": 134,
  "synth.avg_cell_area_um2": 16.1,
  "htreeDepth": 4,
  "max_cap_viol_count": 0,
  "final_antenna_net_count": 0,
  "antenna_cells": 0,
  "whs_endpoint": "read_data2[2]",
  "clk_path_buf_depth": 2,
  "antenna_found_initial": 0,
  "first_pass_iters": 4,
  "stdcell_count": 851,
  "vias": 4675,
  "synthesis.area_um2": 6920,
  "grt_use_total_pct": 22.0,
  "fin_ws_ps": -131,
  "clock-sinks": 128,
  "rsz0062_at_grt": "yes",
  "synth.cellmix.simpleShare_pct": 9.82,
  "cpPeakStageDelay_ps": 430,
  "routabilityCongestion": 0.782,
  "pin_count": 60,
  "ys_ff": 128,
  "crit_path_end_kind": "primary output",
  "hold_violations": 0,
  "critPathRequiredTime_ps": 4400,
  "mux_share_pct": 29.1,
  "crit_arrival_ps": 4530,
  "status": "complete, but fails checks",
  "holdWs_ps": 3100,
  "slew_headroom_pct": 34.4,
  "ys_sh_xor_pct": 0,
  "crit_slowest_cell": "mux4_2",
  "lay_top_count": "inv_1",
  "ys_sh_aoi_pct": 0.868,
  "drcViolationCount": 0
}
-- cell type report --
cell class	instances	area, um2
Clock buffer	17	425
Clock inverter	141	718
Fill cell	1377	7880
Inverter	16	60.1
Multi-Input combinational cell	238	2710
Sequential cell	128	3840
Tap cell	220	275
Timing Repair Buffer	91	842
-- cells in the mapped netlist (all sizes together) --
cell type	count	area [um2]
edfxtp	128	3840
nor3	128	641
mux4	64	1650
mux2	32	360
clkbuf	30	115
buf	18	146
clkinv	16	60.1
o21bai	8	60.1
nand2b	2	12.5
inv	1	3.75
nand2	1	3.75
nand3b	1	7.51
or2	1	6.26
or3b	1	8.76
-- routing by layer --
metal  up-vias  track usage (%)  part of all wire (%)
li1       2127                -                     -
met4         0             6.00                  0.88
met3        13             14.6                    12
met1      2292             27.8                    38
met5         -                0                     0
met2       243             32.4                    49
-- cells by family (layout without fill, tap and decap cells) --
| family | Yosys count | count (layout) |
|---|---|---|
| DFF | 128 | 128 |
| muxes | 96 | 96 |
| and+or+nand+nor | 134 | 134 |
| AOI/OAI and AO/OA | 8 | 8 |
| buffers and inverters | 65 | 265 |
-- power by group --
part,switching [uW],leakage (uW),internal [uW]
sequential,30.8,0.00123,1150
combinational,156,0.00126,205
clock,614,0.00101,1010
-- metrics by stage --
step                      setup WS (ps)  instance area (um2)
after floorplan                    -118                 6950
after global placement             -124                 7940
after detailed placement           -158                 7940
after CTS                          -149                 8860
after global routing               -207                 8880
final                              -131                 8880
-- worst max-delay path, delay by kind of cell, from the launching register on --
| kind | cells | cell delay [ps] |
|---|---|---|
| multiplexers | 2 | 710 |
| flip-flops | 1 | 380 |
| buffers and inverters | 2 | 260 |
-- worst max path at each step --
stage | startpoint | endpoint | slack, ps
after CTS | registers[2][1] | read_data1[1] | -150
after global routing | registers[2][1] | read_data1[1] | -210
final | registers[2][1] | read_data1[1] | -130
-- timing repair --
| item | CTS | global route |
|---|---|---|
| resized | 180 | 6 |
| endpoints found under the hold margin | 0 | 0 |
| endpoints found under the setup margin | 32 | 32 |
| setup buffers | 1 | 0 |
Power figures rest on the tool's default switching activity, not on a simulated workload.
