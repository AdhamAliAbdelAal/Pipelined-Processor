[/design/flow/design.v]
module Handle_Stack (
    Stack_Pointer,IsStackOp,StackOp,Stack_Pointer_Out,NewSP
);
    input [31:0] Stack_Pointer;
    input IsStackOp,StackOp;
    output [31:0]Stack_Pointer_Out;
    output [31:0]NewSP ;
    assign Stack_Pointer_Out=(IsStackOp===1'b0)?Stack_Pointer:(StackOp===1'b1)?Stack_Pointer+32'd1:Stack_Pointer;
    assign NewSP=(IsStackOp===1'b1)?(StackOp===1'b1)?Stack_Pointer+32'd1:Stack_Pointer-32'd1:Stack_Pointer;
endmodule
[/design/flow/run.sh]
#!/bin/bash
# OpenROAD 26Q1-2900-gdf79404cd8, Yosys 0.63+post, stock flow scripts
make -C /OpenROAD-flow-scripts/flow DESIGN_CONFIG=/design/flow/config.mk WORK_HOME=/design/flow/orfs finish
[/design/flow/config.mk]
export PLATFORM = sky130hd
export DESIGN_NAME = Handle_Stack
export DESIGN_NICKNAME = Handle_Stack
export VERILOG_FILES = /design/flow/design.v
export SDC_FILE = /design/flow/constraint.sdc
export NUM_CORES = 4
export LEC_CHECK = 1
export CORE_UTILIZATION = 30
[/design/flow/constraint.sdc]
current_design Handle_Stack

set clk_period 11.1
set clk_io_pct 0.2

create_clock -name clk0 -period $clk_period

set non_clock_inputs [all_inputs -no_clocks]
set_input_delay [expr $clk_period * $clk_io_pct] -clock clk0 $non_clock_inputs
set_output_delay [expr $clk_period * $clk_io_pct] -clock clk0 [all_outputs]
==> flow_summary.yaml <==
# generated from flow reports
floorplanning:
  die_height_um: 76.03
  core-area_um2: 5205
  chip_area_um2: 5781
  die_x_um: 76.03
  floorplan.core_util_pct: 31.59
  num_io_pins: 98
  placement_rows: 26
clocking:
  ctsHoldBuffers: 0
  postCtsSetupBuffers: 0
  cts_resizes: 0
final_layout:
  nFillCells: 534
  drive_above_1_share_pct: 1.511
  layout.area.seq_um2: 0
  area_growth_syn_to_layout_pct: 57.38
  layout.clock_buffers: 0
  layout.cells.non_filler: 401
  nFlopsAndLatches: 0
placement:
  numPortBuffers: 98
  gp_congestion: 0.8815
  numPlacedInstances: 401
  placement.setup.worst_slack_ps: 3318
  place_hpwl_um: 4475
synth:
  synthXorXnorAreaFrac_pct: 33.56
  synth.yosys.num_cells: 262
  post-synth-top-area-fraction_pct: 25.57
  postSynthCellCount: 262
  post_synth_num_cell_types: 36
  syn_area_per_cell_um2: 6.275
  synth-compound-area-share_pct: 11.95
  area_share_of_fa_ha_maj_cells_after_synthesis_pct: 1.522
  largest_area_cell: "xnor2_1"
  sequential_share_of_the_synthesized_area_pct: 0
  multiplexer_share_pct: 0
  yosys_warnings: 0
  synth.yosys.chip_area_um2: 1644
  post_synth_main_area_contributors: "xnor2_1, xor2_1, clkbuf_1"
  synthesis.area_um2: 1644
  yosys.area_share.simple_pct: 43.76
  main_logic_family_after_synthesis: "simple AND/OR/NAND/NOR gates"
final_timing:
  hold_viol: 0
  setup_tns_ps: 0
  grt_setup_unrepaired: "no"
  time_the_worst_path_needs_with_i_o_delays_and_setup_ps: 7821
  setup_slack_ps: 3279
  final_max_slew_violation_count: 0
  fraction_of_the_cycle_the_final_worst_path_needs_pct: 70.46
  final-setup-viol-count: 0
  worst-slew-pin-transition_ps: 775.4
  timing.max_slew.rel_slack_pct: 48.14
  fmaxAchievable_mhz: 127.9
grt:
  grt_start_max_net_pins: 23
  antenna_found_initial: 0
  global_route.usage.total_pct: 19.42
  grt_pass1_wl_um: 9535
  grt_overflow: 0
  grt_pass1_vias: 1852
pwr:
  cellLeakagePower_uw: 0.0008025
  cellPowerDensity_nw_per_um2: 26.92
  irDropWorstVdd_uv: 17.39
route:
  finalWirelength_um: 5732
  post_drt_wl_per_cell_um: 14.29
  drc: 0
  dr_total_vias: 2130
  antenna_left: 0
  detail_route.antenna_diodes: 0
  first_pass_iters: 4
  vias_per_cell: 5.312
  drt_first_iter_violations: 136
setup_path:
  timing.setup.critical_path_class: "in -> out"
  worst_path_required_ps: 8880
  ordered_cell_list_for_the_critical_path: "clkdlybuf4s50_1 > and2_1 > nand3_1 > nor3_2 > a32oi_1 > xnor2_1 > clkdlybuf4s50_1"
  worstSetupEndpointType: "output pin"
  critical_path.startpoint_type: "input pin"
  worst-endpoint-arrival_ps: 5600
  cpPeakStageDelay_ps: 970
  worstPathMaxFanout: 22
  critPathSlowestCell: "clkdlybuf4s50_1"
  critical_path.most_common_cell: "clkdlybuf4s50_1"
flow_run:
  openroad.warnings: 33
  maximum_capacitance_violations: 0
worst_hold_path:
  path_class_of_the_lowest_slack_min_delay_path: "in -> out"
run_status:
  run_status: "completed"
-- final timing paths --
kind | from | end | slack (ps) | cells past startpoint
setup / recovery | IsStackOp | NewSP[27] | 3280 | 7
hold / removal | Stack_Pointer[31] | NewSP[31] | 5420 | 3
-- area by class of cell --
class | instances | area [um^2] | share of cell area (%)
Tap cell | 70 | 87.58 | 3.385
Timing Repair Buffer | 98 | 980.9 | 37.91
Multi-Input combinational cell | 226 | 1493 | 57.69
Inverter | 7 | 26.28 | 1.015
-- critical path: cells and delay by family --
family | cells | cell delay (ps)
and+or+nand+nor | 3 | 1520
buffers and inverters | 2 | 1450
AOI/OAI and AO/OA | 1 | 210
xor gates and xnor gates | 1 | 180
-- logic make-up after synthesis --
family / after synthesis
and+or+nand+nor: 130
adders and majority gates: 2
xor gates and xnor gates: 63
buffers and inverters: 36
AOI/OAI and AO/OA: 31
-- report_power, final --
group | total (uW) | internal (uW) | leakage, uW | switching, uW
registers | 0 | 0 | 0 | 0
clock network | 0 | 0 | 0 | 0
logic | 69.7 | 42.7 | 0.000803 | 27.0
-- synth_stat cells, drive strengths merged (7+ instances only) --
master and count:
nand4 13, xor2 15, xnor2 48, nor4 13
inv 7, nor2 14, nand3 17, o21ai 10
nand2 23, and4 8, clkbuf 25, nor3 19
-- metrics by stage --
stage | cell area, um^2 | hold slack (ps) | power (uW) | util [%]
finish | 2587 | 5416 | 69.67 | 49.71
CTS | 2587 | 5425 | 70.01 | 49.71
global placement | 2587 | 5424 | 69.96 | 49.71
floorplan | 1644 | 4465 | 26.56 | -
global route | 2587 | 5480 | 75.51 | 49.71
detailed placement | 2587 | 5422 | 69.50 | 49.71
-- layout by cell type (no fill, tap or decap), types with 2 or more instances in the layout --
cell type,count
a21oi_1,5
a22oi_1,2
a31oi_1,4
a32oi_1,3
and2_1,3
and3_1,6
and4_1,8
clkdlybuf4s50_1,98
ha_1,2
inv_1,7
nand2_1,23
nand2b_1,3
nand3_1,17
nand4_1,13
nor2_1,14
nor3_1,18
nor4_1,12
o21ai_0,8
o21ai_1,2
o22ai_1,3
o31ai_1,2
or3_1,5
or4_1,2
xnor2_1,48
xor2_1,15
-- layer usage --
layer / global-route usage (%) / vias to the layer above / share of wire [%]
met5: 0 / - / 0
met4: 1.923 / 0 / 0.54
met3: 1.338 / 4 / 6.4
met2: 28.18 / 83 / 43
met1: 32.08 / 961 / 50
li1: - / 1082 / -
Power and IR drop assume default switching activity.
