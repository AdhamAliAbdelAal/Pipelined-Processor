<file path="./constraint.sdc">
current_design Accumulator

set clk_period 3.1
set clk_io_pct 0.2

create_clock -name clk0 -period $clk_period [get_ports {clk}]

set non_clock_inputs [all_inputs -no_clocks]
set_input_delay [expr $clk_period * $clk_io_pct] -clock clk0 $non_clock_inputs
set_output_delay [expr $clk_period * $clk_io_pct] -clock clk0 [all_outputs]
</file>
<file path="./config.mk">
export PLATFORM = sky130hd
export DESIGN_NAME = Accumulator
export DESIGN_NICKNAME = Accumulator
export VERILOG_FILES = /design/flow/design.v
export SDC_FILE = /design/flow/constraint.sdc
export NUM_CORES = 4
export LEC_CHECK = 1
export CORE_AREA = 10 10 94 94
export DIE_AREA = 0 0 104 104
</file>
<file path="./run.sh">
#!/bin/bash
# OpenROAD 26Q1-2900-gdf79404cd8, Yosys 0.63+post, stock flow scripts
make -C /OpenROAD-flow-scripts/flow DESIGN_CONFIG=/design/flow/config.mk WORK_HOME=/design/flow/orfs finish
</file>
<file path="./design.v">
module Accumulator (clk,MR,flags,State_Machine_Out,in,Stack_PC,Stack_Flags,flag_selector,MemWSP,outPC); 
input clk, MR; 
input [1:0] State_Machine_Out;
input  [15:0] in;
input Stack_PC,Stack_Flags;
output reg flag_selector,MemWSP; 
output [31:0] outPC; 
output reg [2:0]flags;
reg [31:0] tmp; 
 initial begin
    flag_selector = 1'b0;
    MemWSP = 1'b0;
    flags = 3'd0;
 end
  always @(posedge clk) 
    begin 
      if(State_Machine_Out==2'b11 )
      begin
        flag_selector= 1'b0;
        tmp[15:0] = in; 
        if(MR==1'b1)
        begin 
          MemWSP= 1'b0;
        end
      end
      else if(State_Machine_Out==2'b10)
      begin
        if({Stack_PC,Stack_Flags}==2'b11)
        begin
          if(MR==1'b1)
          begin 
            MemWSP= 1'b1;
          end
          else
          begin
            MemWSP= 1'b0;
          end
          tmp[31:16] = in;
          flag_selector= 1'b0;
        end
        else begin
          MemWSP= 1'b0;
          tmp[15:0] = in;
          flag_selector= 1'b0;
        end 
      end
      else if(State_Machine_Out==2'b01 )
      begin
        if({Stack_PC,Stack_Flags}==2'b11)
        begin
        tmp = tmp;
        flags=in[2:0];
        if(MR==1'b1)
        begin 
          flag_selector= 1'b1;
          MemWSP= 1'b0;
        end
        else
        begin
          flag_selector= 1'b0;
          MemWSP= 1'b0;
        end
        end
        else begin
          tmp[31:16] = in;
          flag_selector= 1'b0;
          if(MR==1'b1)
          begin
            MemWSP= 1'b1;
          end
          else
          begin
            MemWSP= 1'b0;
          end
        end
      end
      else 
      begin
        tmp = tmp; 
        flag_selector= 1'b0;
        MemWSP= 1'b0;
      end
    end 
  assign outPC = tmp; 
endmodule
</file>
==> flow_metrics.env <==
# yosys + openroad results
export IMPL_fin_crit_sh_pct=64.7
export IMPL_critPathMaxStageDelay_ns=0.50
export IMPL_wl_per_cell_um=13.6
export IMPL_dr_pass1_iters=3
export IMPL_synthToLayoutAreaGrowth_pct=67.7
export IMPL_grt_pass1_vias=769
export IMPL_worst_pin_slew_ns=0.556
export IMPL_fp_dieW_um=104
export IMPL_wl_um=2970
export IMPL_warnings=27
export IMPL_path_cells="clkdlybuf4s50_1 > inv_1 > ha_1 > nor3_1"
export IMPL_critPathMaxFanout=5
export IMPL_top_cells_by_area="edfxtp_1 (89%), ha_1 (3.1%), dfxtp_1 (1.6%)"
export IMPL_clockRootBuffer="clkbuf_8"
export IMPL_ant_nets=0
export IMPL_ys_flops=37
export IMPL_ys_cells=54
export IMPL_fmax_mhz=499
export IMPL_final_layout_size_suffix_gt1_share_pct=9.84
export IMPL_synth_area_um2=1220
export IMPL_fillers=690
export IMPL_setup_ws_ns=1.09
export IMPL_rsz0062_at_grt="no"
export IMPL_num_vias=710
export IMPL_grt_overflow_total=0
export IMPL_final_cells=218
export IMPL_cts_setup_buffers=0
export IMPL_cts_resized=0
export IMPL_dpl_worst_slack_ns=0.765
export IMPL_comb_area_um2=114
export IMPL_core_um2=6830
export IMPL_cts_hold_buf=0
export IMPL_placed_area_um2=1940
export IMPL_ys_warn_count=1
export IMPL_fin_area_um2=2050
export IMPL_hpwlAfterDp_um=2340
export IMPL_gp_congestion=0.681
export IMPL_grtUsageTotal_pct=5.50
export IMPL_rows=30
export IMPL_clock_sinks=37
export IMPL_antenna_cells=0
export IMPL_synth_cells=54
export IMPL_period_minus_slack_ns=2.01
export IMPL_cts_reportedPaths_clkPinSlew_ns=0.07
export IMPL_power_total_w=0.00116
export IMPL_cts_buffer_depth=2
export IMPL_grt_pass1_wl_um=4590
export IMPL_slew_viol_final=0
export IMPL_cts_max_level=2
export IMPL_io_pins=59
export IMPL_grt_antenna_before_repair=0
export IMPL_crit_type="input port to register"
export IMPL_chipArea_um2=10800
export IMPL_top_area_share_pct=88.5
export IMPL_fp_util_pct=17.9
export IMPL_dp_cells=210
export IMPL_power_density_nw_per_um2=567
export IMPL_crit_required_ns=3.02
export IMPL_vdd_ir_drop_max_mv=0.211
export IMPL_hp_class="input port to register"
export IMPL_hold_violations=0
export IMPL_end_kind="register"
export IMPL_largest_area_cell="edfxtp_1"
export IMPL_maxCapViolCount=0
export IMPL_synth_area_per_cell_um2=22.6
export IMPL_yosysSeqAreaShare_pct=90.2
export IMPL_die_h_um=104
export IMPL_status="complete, no violations"
export IMPL_drc=0
export IMPL_drt_iter0_drc=17
export IMPL_setup_violations=0
export IMPL_cp_start_kind="input port"
export IMPL_vias_per_cell=3.26
export IMPL_slowest_stage="clkdlybuf4s50_1"
export IMPL_numCtsBuffers=5
export IMPL_netlist_cell_type_count=13
export IMPL_leakagePower_nw=0.702
export IMPL_cts_tree="built"
export IMPL_arrival_ns=1.93
export IMPL_grt_max_degree=17
export IMPL_yosys_area_um2=1220
export IMPL_seqCellArea_um2=1100
export IMPL_max_slew_margin_pct=62.6
export IMPL_fin_setup_tns_ns=0
export IMPL_port_buffers=58
==> worst paths after layout <==
kind | from | end | slack (ns) | depth (start not counted)
setup / recovery | State_Machine_Out[0] | flags[1]$_DFFE_PP_ | 1.09 | 4
hold / removal | in[7] | tmp[23]$_DFFE_PP_ | 0.92 | 1
==> registers in the layout, indices dropped and copies added, names as in the netlist <==
register,cells
MemWSP,1
flags,3
flag_selector,1
tmp,32
==> stage by stage <==
stage                     util (%)  hold WS (ns)
final                         30.0         0.918
after global routing          30.0         0.907
after CTS                     30.0         0.904
after detailed placement      28.4          1.21
after global placement        28.4          1.20
after floorplan                  -         0.719
==> cell usage after synthesis, drive strengths merged <==
| cell | n |
|---|---|
| nand3b | 1 |
| nor3 | 2 |
| edfxtp | 36 |
| ha | 3 |
| dfxtp | 1 |
| inv | 3 |
| xnor2 | 1 |
| a21o | 1 |
| a211oi | 1 |
| nand2 | 2 |
| nor2 | 1 |
| nand3 | 2 |
==> layout make-up <==
| class | count | share of cell area, % |
|---|---|---|
| Clock buffer | 6 | 3.54 |
| Multi-Input combinational cell | 14 | 5.56 |
| Timing Repair Buffer | 60 | 29.1 |
| Inverter | 3 | 0.550 |
| Clock inverter | 2 | 1.65 |
| Tap cell | 96 | 5.86 |
| Sequential cell | 37 | 53.8 |
==> power breakdown <==
group / leakage (nW) / internal, W / switching [W]
clock network: 0.0528 / 0.000237 / 0.000161
logic: 0.299 / 0.000107 / 0.0000406
registers: 0.350 / 0.000605 / 0.0000108
==> layout by cell type, fill, tap and decap left out <==
cell type / netlist / layout
nor3_1: 2 / 1
edfxtp_1: 36 / 36
clkinv_1: 0 / 1
nand2_2: 1 / 1
nor2_1: 1 / 1
nand3b_1: 1 / 1
a211oi_2: 1 / 1
a21o_2: 1 / 1
xnor2_1: 1 / 1
buf_4: 0 / 2
clkbuf_8: 0 / 5
inv_1: 3 / 3
nand3_1: 2 / 2
clkdlybuf4s50_1: 0 / 58
nor3_2: 0 / 1
dfxtp_1: 1 / 1
bufinv_16: 0 / 1
nand2_1: 1 / 1
ha_1: 3 / 3
clkbuf_1: 0 / 1
==> metal layers <==
layer  global-route usage (%)  part of all wire (%)  up-vias
met2                     9.01                    48       37
li1                         -                     -      341
met4                    0.696                  0.94        0
met5                        0                     0        -
met1                     5.89                    38      327
met3                     3.76                    13        5
==> worst max-delay path: cells and delay by family <==
kind,cells,cell delay (ns)
and+or+nand+nor,1,0.50
adders and majority gates,1,0.25
buffers and inverters,2,0.56
==> cell families after synthesis <==
| kind of cell | synth area share, % |
|---|---|
| buffers and inverters | 0.922 |
| XOR/XNOR | 0.717 |
| flip-flops | 90.2 |
| adder cells (fa/ha/maj) | 3.07 |
| AND/OR/NAND/NOR | 3.38 |
| AND-OR/OR-AND | 1.74 |
Power and IR drop assume default switching activity.
